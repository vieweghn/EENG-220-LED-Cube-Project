$ cat /design/flow/config.mk
export PLATFORM = sky130hd
export DESIGN_NAME = PriorityEncode8
export DESIGN_NICKNAME = PriorityEncode8
export VERILOG_FILES = /design/flow/design.v
export SDC_FILE = /design/flow/constraint.sdc
export NUM_CORES = 4
export LEC_CHECK = 1
export CORE_AREA = 10 10 70 70
export DIE_AREA = 0 0 80 80
$ cat /design/flow/constraint.sdc
current_design PriorityEncode8

set clk_period 1.0
set clk_io_pct 0.2

create_clock -name clk0 -period $clk_period

set non_clock_inputs [all_inputs -no_clocks]
set_input_delay [expr $clk_period * $clk_io_pct] -clock clk0 $non_clock_inputs
set_output_delay [expr $clk_period * $clk_io_pct] -clock clk0 [all_outputs]
$ cat /design/flow/design.v
module PriorityEncode8 (
    input  [7:0] in,
    output reg [2:0] code,
    output reg z
);
always @(*) begin
    code = 3'b000;  
    z = 1;         
    if (in[7]) begin
        code = 3'b111;  
        z = 0;
    end else if (in[6]) begin
        code = 3'b110;
        z = 0;
    end else if (in[5]) begin
        code = 3'b101;
        z = 0;
    end else if (in[4]) begin
        code = 3'b100;
        z = 0;
    end else if (in[3]) begin
        code = 3'b011;
        z = 0;
    end else if (in[2]) begin
        code = 3'b010;
        z = 0;
    end else if (in[1]) begin
        code = 3'b001;
        z = 0;
    end else if (in[0]) begin
        code = 3'b000;  
        z = 0;
    end
end
endmodule
$ cat /design/flow/run.sh
#!/bin/bash
# OpenROAD 26Q1-2900-gdf79404cd8, Yosys 0.63+post, stock flow scripts
make -C /OpenROAD-flow-scripts/flow DESIGN_CONFIG=/design/flow/config.mk WORK_HOME=/design/flow/orfs finish
==> metrics.csv <==
stage,metric,value,unit
status,outcome,"complete, but fails checks",
status,failed_checks,negative setup slack,
hold_path,hp-class,in2out,
logic_synthesis,synth.largest_area_cell,nor4b_2,
logic_synthesis,avgSynthCellArea,6.14,µm²
finish,final_layout_size_suffix_gt1_share,83.3,%
logic_synthesis,top_cell_area_share,22.2,%
setup_path,critPathKind,in2out,
die,fp_util,1.98,%
route,routed_wl,437,µm
logic_synthesis,syn-cell-area,67.6,µm²
route,drt_iter0_drc,0,
setup_path,endpoint_kind,output pin,
die,num_rows,21,
final_timing,grt_setup_unrepaired,true,
final_timing,setup_violations,1,
finish,syn_to_final_growth,357,%
route,antenna_cells,0,
clock_tree,hold_buffers,0,
setup_path,arrival,0.89,ns
final_timing,timing.fmax,915,MHz
die,dieHeight,80,µm
finish,fin_cells,76,
job,warnings,34,
die,die_w,80,µm
grt,overflow,0,
place,routabilityCongestion,0.788,
setup_path,worstPathMaxFanout,2,
place,preCtsSetupSlack,-0.826,ns
final_timing,relSlewSlack,87.0,%
grt,grtUsageTotal,1.09,%
final_timing,hold_viol_final,0,
power,pwr_density_cell,276,nW/µm²
route,avgRoutedWirePerCell,5.75,µm
setup_path,crit_required,0.80,ns
final_timing,setup-tns-final,-0.0930,ns
logic_synthesis,synthDistinctLibCells,7,
power,p_leak,0.122,nW
grt,grt_antenna_before_repair,0,
setup_path,crit_start,in[6],
final_timing,period_minus_slack,1.09,ns
place,dp_cells,74,
route,firstDrtPassIters,1,
route,antenna_left,0,
hold_path,worst_hold_startpoint,in[1],
logic_synthesis,netlist_instances,11,
logic_synthesis,yosysWarnings,1,
power,power,85.4,µW
grt,grt_pass1_wl,614,µm
finish,combGateArea,80.1,µm²
power,peakVddDrop,0.0000277,V
die,ios,12,
final_timing,worst_pin_slew,0.193,ns
finish,fin_util,9.05,%
finish,fillers,398,
grt,grt_pass1_vias,140,
job,maxCapViolations,0,
finish,flop-count,0,
final_timing,drv_slew,0,
die,core,3420,µm²
place,dpl.hpwl,375,µm
final_timing,worst_slack,-0.0930,ns
route,post_drt_via_cell_ratio,1.92,
finish,seqCellArea,0,µm²
logic_synthesis,synth_chip_area,67.6,µm²
logic_synthesis,ys_cells,11,
logic_synthesis,synth_seq_share,0,%
logic_synthesis,area_leaders,"nor4b_2 (22%), o31ai_1 (22%), a21oi_1 (15%)",
finish,clock_buffers,0,
place,portBuffers,12,
final_timing,period_used_share,109,%
route,drc,0,
route,num_vias,146,
die,chip_area,6400,µm²
setup_path,setup.worst_path.start_class,primary input,
grt,grt_max_degree,3,
[timing repair]
item,CTS,global route
pin swaps,7,3
setup buffers,2,0
setup endpoints to repair,4,4
gates resized,48,6
[logic make-up after synthesis]
logic type | synth area share, %
simple gates | 51.9
compound gates | 37.0
buf+inv | 11.1
[cells in the mapped netlist]
| master | instances |
|---|---|
| a21oi_1 | 2 |
| nor2_1 | 2 |
| nor4b_2 | 1 |
| inv_1 | 2 |
| nor2_2 | 1 |
| nand2_2 | 1 |
| o31ai_1 | 2 |
[worst paths after layout]
kind              endpoint  slack (ns)  cells after the start
setup / recovery         z       -0.09                      6
hold / removal           z        0.65                      3
[per-layer routing]
layer  track usage, %  vias to the layer above  wire [µm]
met5                0                        -          0
met4                0                        0          0
met3            0.909                        0         95
met2             1.69                       10        153
met1             1.19                       59        189
li1                 -                       77          -
[placed cells by master, fill, tap and decap left out]
| master | count |
|---|---|
| inv_1 | 1 |
| inv_2 | 1 |
| nor2_4 | 1 |
| nor4b_2 | 1 |
| buf_4 | 6 |
| o31ai_1 | 1 |
| clkdlybuf4s15_1 | 1 |
| nor2_2 | 1 |
| dlygate4sd2_1 | 1 |
| buf_6 | 3 |
| clkdlybuf4s15_2 | 1 |
| buf_8 | 2 |
| buf_2 | 5 |
| o31ai_2 | 1 |
| nand2_2 | 1 |
| nor2_1 | 1 |
| a21oi_2 | 2 |
[through the flow]
stage                     instance area [µm²]  hold WS (ns)
after floorplan                          67.6         0.413
after CTS                                 295         0.730
final                                     309         0.649
after detailed placement                  283          1.32
after global placement                    283          1.32
after global routing                      309         0.668
[area by class of cell]
type | instances | share of cell area [%]
tap | 46 | 18.6
timing repair buffer | 19 | 53.0
multi-input combinational | 9 | 25.9
inverter | 2 | 2.43
[critical path, stage by stage]
cell and delay, ns:
buf_8 0.10, nor2_4 0.10, nand2_2 0.07, buf_6 0.11, nor4b_2 0.18, buf_2 0.13
[power breakdown]
part	total, mW	switching [mW]	internal (mW)
clock	0	0	0
combinational	0.0854	0.0292	0.0562
sequential	0	0	0
Power is estimated from default activity; no workload was simulated.
