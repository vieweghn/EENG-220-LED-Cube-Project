==> ./design.v <==
module slowCLK(    
	 input wire clk_50MHz,      
    input wire reset,        
    output reg clk       
);
    reg [26:0] counter;  
    localparam COUNT_LIMIT = 25000000;  
    always @(posedge clk_50MHz or posedge reset) begin
        if (reset) begin
            counter <= 27'b0;  
            clk <= 0;    
        end else begin
            if (counter == COUNT_LIMIT - 1) begin
                counter <= 27'b0;    
                clk <= ~clk; 
            end else begin
                counter <= counter + 1; 
            end
        end
    end
endmodule
==> ./run.sh <==
#!/bin/bash
# OpenROAD 26Q1-2900-gdf79404cd8, Yosys 0.63+post, stock flow scripts
make -C /OpenROAD-flow-scripts/flow DESIGN_CONFIG=/design/flow/config.mk WORK_HOME=/design/flow/orfs finish
==> ./config.mk <==
export PLATFORM = sky130hd
export DESIGN_NAME = slowCLK
export DESIGN_NICKNAME = slowCLK
export VERILOG_FILES = /design/flow/design.v
export SDC_FILE = /design/flow/constraint.sdc
export NUM_CORES = 4
export LEC_CHECK = 1
export CORE_AREA = 10 10 108 108
export DIE_AREA = 0 0 118 118
==> ./constraint.sdc <==
current_design slowCLK

set clk_period 3.5
set clk_io_pct 0.2

create_clock -name clk0 -period $clk_period [get_ports {clk_50MHz}]

set non_clock_inputs [all_inputs -no_clocks]
set_input_delay [expr $clk_period * $clk_io_pct] -clock clk0 $non_clock_inputs
set_output_delay [expr $clk_period * $clk_io_pct] -clock clk0 [all_outputs]
==> changes_impl.md <==
## Flow update

* First-pass GRT wire length at 4470 µm
* Final hold violation count at 0
* Synth logic family: simple AND/OR/NAND/NOR gates
* Clock latency (worst-skew pair) at 270 ps
* Clk buf depth at 2
* Pin count of the biggest net entering global routing at 29
* Clock transition at the registers of the reported paths at 90 ps
* Int Pwr at 426 µW
* Root Buffer Master: clkbuf_8
* Slew Limit Fails at 0
* Share of the synthesized area in the top cell type at 49.4%
* Post-synth cell types at 31
* Post-CTS setup repair buffer count at 0
* Core Area at 9280 µm²
* CP delay by family, top: simple AND/OR/NAND/NOR gates
* CP startpoint kind: flop
* Worst path cell trace: ha_1, nand2_1, or3_2, nor4_4, xor2_1
* Syn Inst Count at 140
* Slowest stage cell, crit path: nor4_4
* P_sw at 102 µW
* YS chip area at 1420 µm²
* Hold Path Class: flop to flop
* Mapped Avg Cell Area at 10.1 µm²
* Register share after synthesis at 49.4%
* FP Util at 15.3%
* Rows at 35
* RD Place Congestion at 0.795
* Post-synthesis compound-gate area fraction at 7.06%
* Worst rel slew slack at 41.2%
* Biggest area cells: dfrtp_1 (49%), xor2_1 (8.6%), nand3_1 (3.2%)
* Final period util at 63.5%
* Basic Gates by Area at 29.3%
* TritonCTS clock tree: done
* Power share of the sequential group at 61.3%
* Worst Max-Slew Pin Slew at 875 ps
* Clk_skew at 3.22 ps
* Fmax at 0.450 GHz
* Clock network power share at 37.2%
* CP endpoint kind: flop
* DR pass1 iterations at 4
* Port Buf Inserts at 2
* Leakage at 0.703 nW
* Levels on crit path at 5
* Share of cells above drive strength 1 at 10.3%
* Initial antenna violation count at 0
* Maximum vdd ir drop at 0.000161 V
* Async S/R FF share, synth at 100%
* CP Buf/Inv Count at 0
* # hold bufs at CTS at 0
* Commonest non-fill, non-tap cell in the layout: dfrtp_1
* Post-DR vias/cell at 3.83
* Synth area leader: dfrtp_1
* Yosys xor share at 11.1%
* CTS Buf Count at 3
* Placement Setup Slack at 1240 ps
* End of the worst register-to-register path: clk
* Top cells excl fill/tap: dfrtp_1 (28), xor2_1 (14), nor2_1 (12)
* Crit path DRT at 3620 ps
* Combinational Power Share at 1.5%
* Layout Cells excl Fill at 274
* Total GRT Usage at 3.61%
* Crit path from: counter[0]
* Die W at 118 µm
* FF-to-FF setup slack at 1280 ps
* Arr. time, crit path at 2340 ps
* #FFs+latches synth at 28
* Setup violations, final at 0
* Final worst slack at 1280 ps
* Power Density at 321 nW/µm²
* Main flop type: dfrtp_1
* R2r startpoint: counter[0]
* Setup TNS at 0 ps
* Routed len/inst at 9.58 µm
* Crit path capture: clk
* Routed wire length at 2620 µm
* Mapped Area at 1420 µm²
* Htree depth at 1
* I/O pin total at 3
* Synth warnings at 1
* Log Warnings at 25
* RSZ-0062 raised after global routing: false
* Max stage delay on crit path at 680 ps
* WS Path Type: flop to flop
* Initial DRC count at 47
* Antenna diodes at 0
* Number of cells in Yosys stat at 140
* Switching Fraction at 19.3%
* Syn-to-layout area delta at 16.1%
* EDFF count, synth at 0
* Cts repair resizes at 0
* Die height at 118 µm
* Fa+ha+maj area frac at 0.883%
* Max Cap Viol at 0
* Vias in the first global route at 1008
* Area fraction in mux cells at 0%
* Vias at 1050
* Fin crit period at 2220 ps
* Antenna viol nets, final at 0
* CP max FO at 16
* DP Wirelength at 1860 µm
* Sink Count at 28
* FF-to-FF path depth at 5
* DIE AREA at 13900 µm²
* Overflow after GRT at 0
* Outcome: complete, no violations
* # DRC at 0
* Dpl cells at 270
routing by layer:
| metal | global-route usage (%) | vias up | share of wire, % |
|---|---|---|---|
| met4 | 0.927 | 0 | 1.8 |
| met1 | 5.10 | 515 | 49 |
| met2 | 5.77 | 18 | 46 |
| li1 | - | 515 | - |
| met3 | 0.340 | 2 | 2.8 |
| met5 | 0 | - | 0 |
cells in the mapped netlist (2+ instances only):
library cell and instances:
or3_1 5, nor2_1 12, xnor2_1 4, or2_2 2, a21oi_1 6, nand4_1 7
xor2_1 14, o21ai_0 6, and4_1 4, nand3_1 9, nand2_1 9, or4_1 2
dfrtp_1 28, and3_1 4, inv_1 4, nor3_1 4, nor4_1 3, or3_2 2
o31ai_1 3
flip-flops by register name (all words and copies together), names as in the netlist:
name     cells
counter     27
clk          1
cells by family (layout without fill, tap and decap cells):
kind of cell	Yosys count	count (layout)
and+or+nand+nor	70	70
DFF	28	28
xor gates and xnor gates	18	18
AOI/OAI and AO/OA	17	17
buffers and inverters	6	11
adders and majority gates	1	1
power by group through the flow:
stage / Sequential, mW / Combinational (mW) / Clock (mW)
4_1_cts: 0.323 / 0.00855 / 0.205
5_1_grt: 0.323 / 0.00926 / 0.215
6_report: 0.323 / 0.00784 / 0.196
area by class of cell:
type                    instances  area [µm²]
repair buffers                  3        27.5
inverters                       4        15.0
well taps                     129         161
clock buffers                   4        55.1
flip-flops and latches         28         701
multi-input cells             106         686
fillers                      1056        7640
worst register-to-register path: stages (launching register included):
cell and delay, ps:
dfrtp_1 420, ha_1 290, nand2_1 100, or3_2 460, nor4_4 680, xor2_1 130
worst min-delay path by stage:
stage / start / endpoint / cells past startpoint
CTS: clk / clk / 1
global route: clk / clk / 1
finish: counter[26] / counter[26] / 1
metrics by stage:
stage	hold slack (ps)	instance area, µm²	util [%]	power (mW)
after floorplan	420	1420	-	0.334
after global placement	460	1590	17.1	0.338
after detailed placement	462	1590	17.1	0.338
after CTS	479	1650	17.7	0.537
after global routing	509	1650	17.7	0.547
final	472	1650	17.7	0.527
Power is estimated from default activity; no workload was simulated.
